===== /design/flow/design.v =====
module ex_count(
	input safe_reset,
	input safe_clk,
	output ex_count_out
);
    localparam EX_COUNT_MAX = 1_000_000;  
    parameter  EX_COUNT_W = $clog2(EX_COUNT_MAX);  
    reg [EX_COUNT_W-1:0]ex_count = { EX_COUNT_W { 1'b0 } };    
    assign ex_count_out = (ex_count >= EX_COUNT_MAX/2);
    always @(posedge safe_clk) begin
        if (safe_reset)
            ex_count <= { EX_COUNT_W { 1'b0 } };
        else begin
            if (ex_count < EX_COUNT_MAX)
                ex_count <= ex_count + 1;
            else
                ex_count <= { EX_COUNT_W { 1'b0 } };
        end
    end
endmodule

===== /design/flow/run.sh =====
#!/bin/bash
# OpenROAD 26Q1-2900-gdf79404cd8, Yosys 0.63+post, stock flow scripts
make -C /OpenROAD-flow-scripts/flow DESIGN_CONFIG=/design/flow/config.mk WORK_HOME=/design/flow/orfs finish

===== /design/flow/config.mk =====
export PLATFORM = sky130hd
export DESIGN_NAME = ex_count
export DESIGN_NICKNAME = ex_count
export VERILOG_FILES = /design/flow/design.v
export SDC_FILE = /design/flow/constraint.sdc
export NUM_CORES = 4
export LEC_CHECK = 1
export CORE_AREA = 10 10 78 78
export DIE_AREA = 0 0 88 88
export SYNTH_HDL_FRONTEND = slang

===== /design/flow/constraint.sdc =====
current_design ex_count

set clk_period 3.2
set clk_io_pct 0.2

create_clock -name clk0 -period $clk_period [get_ports {safe_clk}]

set non_clock_inputs [all_inputs -no_clocks]
set_input_delay [expr $clk_period * $clk_io_pct] -clock clk0 $non_clock_inputs
set_output_delay [expr $clk_period * $clk_io_pct] -clock clk0 [all_outputs]

==> flow_metrics.env <==
# yosys + openroad results
export IMPL_status="finished, final reports clean"
export IMPL_place_congestion=0.832
export IMPL_htree_levels=1
export IMPL_fillers=469
export IMPL_io_pins=3
export IMPL_grt_use_total=0.0437
export IMPL_syn_area_um2=955
export IMPL_grt_pass1_vias=677
export IMPL_largest_reg_flops=20
export IMPL_dp_cells=163
export IMPL_yosysUniqueCellTypes=25
export IMPL_postLayoutSetupSlackWorst_ps=893
export IMPL_cp_max_fo=7
export IMPL_relSlewSlack=0.712
export IMPL_tool_warnings=27
export IMPL_m1WireLength_um=897
export IMPL_period_used=0.721
export IMPL_syn_inst=111
export IMPL_cts_num_sinks=20
export IMPL_yosys_area_um2=955
export IMPL_dr_total_vias=740
export IMPL_min_path_type="flop to flop"
export IMPL_leakagePower_nw=0.363
export IMPL_critPathRequiredTime_ps=2560
export IMPL_drt_initial_drc_count=27
export IMPL_worst_setup_path_start_kind="flop"
export IMPL_ant_nets=0
export IMPL_ir_worst_vdd_v=0.000148
export IMPL_viasPerCell=4.46
export IMPL_clk_root_buffer_cell="clkbuf_8"
export IMPL_rows=24
export IMPL_ys_seq_elements=20
export IMPL_cts_setup_buffers=0
export IMPL_tightest_slew_ps=431
export IMPL_cts_inserted_buffers=3
export IMPL_postCtsHoldBufs=0
export IMPL_grt_overflow_total=0
export IMPL_antenna_diode_count=0
export IMPL_tritoncts="built"
export IMPL_crit_arrival_ps=1670
export IMPL_mostFrequentLayoutCells="nor2_1 (21), dfxtp_1 (20), xnor2_1 (11)"
export IMPL_clock_path_buffers=2
export IMPL_drtPass1Iterations=4
export IMPL_die_w_um=88
export IMPL_finClkSkew_ps=3.43
export IMPL_setup_viol=0
export IMPL_end_kind="output pin"
export IMPL_setup_tns_final_ps=0
export IMPL_max_cap_viol_count=0
export IMPL_rsz0062_at_grt="no"
export IMPL_clk_latency_ps=250
export IMPL_die_h_um=88
export IMPL_dpl_worst_slack_ps=1150
export IMPL_yosys_stat_seqShare=0.419
export IMPL_cts_resized=0
export IMPL_wl_per_cell_um=10.2
export IMPL_critPathKind="flop to output pin"
export IMPL_grt_max_degree=21
export IMPL_finalCriticalPeriod_ps=2310
export IMPL_wl_met3_um=52
export IMPL_dp_hpwl_mm=1.14
export IMPL_regMostFlops="ex_count"
export IMPL_postSynthAreaPerCell_um2=8.60
export IMPL_portBuffers=2
export IMPL_power_density_nw_per_um2=469
export IMPL_finalWirelength_mm=1.69
export IMPL_top_layer_used="met4"
export IMPL_chip_area_um2=7740
export IMPL_antenna_found_initial=0
export IMPL_area_growth_pct=11.8
export IMPL_core_area_um2=4410
export IMPL_drive_above_1_share=0.0702
export IMPL_final_hold_viol_count=0
export IMPL_reg_top3="ex_count: 20 flops"
export IMPL_ys_warn_count=0
export IMPL_slew_viol_final=0
export IMPL_layout_top_cell="nor2_1"
export IMPL_fmax_mhz=433
export IMPL_routed_wl_met2_um=711
export IMPL_fp_util=0.216
export IMPL_grt_pass1_wl_mm=2.88
export IMPL_drc=0
export IMPL_stdcell_count=166
export IMPL_clk_pin_slew_ps=70
export IMPL_ys_cells=111
critical path: stages (launching register included):
cell and delay (ps):
dfxtp_1 370, nor4_1 260, o21ai_0 120, a21oi_1 170, o21bai_1 90, clkdlybuf4s50_1 410
final timing paths:
| path | to | depth (start not counted) | slack (ps) | start |
|---|---|---|---|---|
| worst max-delay path | ex_count_out | 5 | 890 | ex_count[12] |
| worst min-delay path | ex_count[0] | 1 | 510 | ex_count[0] |
| worst max register to register | ex_count[17] | 4 | 1390 | ex_count[5] |
| worst min register to register | ex_count[0] | 1 | 510 | ex_count[0] |
synthesized netlist by cell type, drive strengths merged:
cell	number	area, µm²
xor2	4	35.0
a21oi	4	20.0
buf	3	21.3
a31o	1	8.76
a41oi	2	17.5
nand2	4	15.0
nor4b	1	8.76
and4	1	10.0
ha	2	25.0
or3	2	12.5
o21ai	3	15.0
nand4	7	56.3
or4	1	7.51
nor2	21	78.8
nor4	4	25.0
o31a	1	8.76
o21bai	1	7.51
nor3	6	30.0
and3	2	12.5
nand3	4	20.0
inv	6	22.5
dfxtp	20	400
xnor2	11	96.3
cell type report:
cell class	count	area, µm²	area share
Tap cell	52	65.1	0.0610
Clock buffer	3	41.3	0.0387
Sequential cell	20	400	0.375
Timing Repair Buffer	3	27.5	0.0258
Multi-Input combinational cell	82	510	0.478
Inverter	6	22.5	0.0211
metal layers:
| metal | track usage | up-vias |
|---|---|---|
| met5 | 0 | - |
| met4 | 0.0116 | 0 |
| met3 | 0.00748 | 4 |
| met2 | 0.0708 | 9 |
| met1 | 0.0587 | 334 |
| li1 | - | 393 |
cell families after synthesis:
| group | count (synthesis) | share of synthesized area |
|---|---|---|
| flip-flops | 20 | 0.419 |
| AND/OR/NAND/NOR | 53 | 0.290 |
| AND-OR/OR-AND | 12 | 0.0813 |
| buffers and inverters | 9 | 0.0459 |
| adder cells (fa/ha/maj) | 2 | 0.0262 |
| XOR/XNOR | 15 | 0.138 |
where the power goes:
| group | leakage, nW | internal [W] | switching (W) |
|---|---|---|---|
| clock network | 0.0216 | 0.0000837 | 0.0000758 |
| registers | 0.162 | 0.000270 | 0.0000282 |
| logic | 0.180 | 0.0000219 | 0.0000214 |
stage by stage:
| step | total power [W] | utilization | hold WS (ps) | cell area [µm²] |
|---|---|---|---|---|
| 2_1_floorplan | 0.000336 | - | 457 | 955 |
| 3_5_place_dp | 0.000346 | 0.232 | 493 | 1030 |
| 4_1_cts | 0.000507 | 0.242 | 512 | 1070 |
| 3_3_place_gp | 0.000346 | 0.232 | 485 | 1030 |
| 6_report | 0.000501 | 0.242 | 509 | 1070 |
| 5_1_grt | 0.000529 | 0.242 | 536 | 1070 |
Power and IR drop assume default switching activity.
